File: ./run.sh
#!/bin/bash
# OpenROAD 26Q1-2900-gdf79404cd8, Yosys 0.63+post, stock flow scripts
make -C /OpenROAD-flow-scripts/flow DESIGN_CONFIG=/design/flow/config.mk WORK_HOME=/design/flow/orfs finish
File: ./config.mk
export PLATFORM = sky130hd
export DESIGN_NAME = codificador
export DESIGN_NICKNAME = codificador
export VERILOG_FILES = /design/flow/design.v
export SDC_FILE = /design/flow/constraint.sdc
export NUM_CORES = 4
export LEC_CHECK = 1
export CORE_AREA = 10 10 70 70
export DIE_AREA = 0 0 80 80
export SYNTH_HDL_FRONTEND = slang
File: ./constraint.sdc
current_design codificador

set clk_period 1.0
set clk_io_pct 0.2

create_clock -name clk0 -period $clk_period

set non_clock_inputs [all_inputs -no_clocks]
set_input_delay [expr $clk_period * $clk_io_pct] -clock clk0 $non_clock_inputs
set_output_delay [expr $clk_period * $clk_io_pct] -clock clk0 [all_outputs]
File: ./design.v
module codificador (BCD, DISPLAY);
    input [3:0] BCD;
    output reg [6:0] DISPLAY;
    always @(BCD) begin
        case (BCD)
            4'b0000: DISPLAY = 7'b1111110;
            4'b0001: DISPLAY = 7'b0110000;
            4'b0010: DISPLAY = 7'b1101101;
            4'b0011: DISPLAY = 7'b1111001;
            4'b0100: DISPLAY = 7'b0110011;
            4'b0101: DISPLAY = 7'b1011011;
            4'b0110: DISPLAY = 7'b1011111;
            4'b0111: DISPLAY = 7'b1110000;
            4'b1000: DISPLAY = 7'b1111111;
            4'b1001: DISPLAY = 7'b1110011;
            4'b1010: DISPLAY = 7'b1110111;
            4'b1011: DISPLAY = 7'b0011111;
            4'b1100: DISPLAY = 7'b1001110;
            4'b1101: DISPLAY = 7'b0111101;
            4'b1110: DISPLAY = 7'b1001111;
            4'b1111: DISPLAY = 7'b1000111;
            default:  DISPLAY = 7'b0000000;
        endcase
    end
endmodule
==> qor.txt <==
Post-synthesis cell area: 276.5 um2
Maximum frequency from static timing analysis: 0.8031 GHz
Yosys Instances: 39
DR vias: 349
Most utilized layer in the global route result: met2
Static Leak: 0.0002853 uW
Worst Tran Pin Value: 132.4 ps
Final Max Tran Viols: 0
Areal power density over the cells: 371.3 nW/um2
Initial antenna violation count: 0
Synth Seq Share: 0%
Die height: 80 um
Fin cells: 109
Number of warnings issued by yosys: 0
Fin worst setup slack: -245.1 ps
Max_slew headroom: 90.92%
Total Routing Usage GR: 3.325%
Part of the cycle the worst path needs: 124.5%
Std cell rows: 21
Aggregate global routing overflow: 0
Number of cells in the design after placement: 100
Detail-routed via count per cell: 3.202
Violated checks: setup timing
Class of the most critical hold timing path: primary input to primary output
Final estimated routing congestion in global placement: 0.8025
Arrival time at the worst endpoint: 1050 ps
Top-level I/O count: 11
Kind of end point of the critical path: primary output
Tool Warnings: 41
Core Box Area: 3416 um2
Register Area: 0 um2
Total area of multi-input combinational cells: 349.1 um2
Met1 Track Usage GR: 4.087%
Routed wire length: 1.028 mm
CP Class: primary input to primary output
Die outline width: 80 um
Die outline area: 6400 um2
FP Core Util: 8.095%
Final hold violation count: 0
CP top delay family: buffers and inverters
Met3 track demand over resource in global routing: 0.4545%
CTS Hold Bufs: 0
Met2 Usage GRT: 6.260%
Setup repair after global routing missed its margin: true
Worst-case hold slack: 810.1 ps
Critical Path RT: 800 ps
Most area-consuming cells after synthesis: ha_1, a21oi_1, inv_1, nor3_1, o21ai_1
Slowest stage cell on the critical path: and2b_1
Maximum fanout along the worst path: 3
Drt wl/cell: 9.431 um
Yosys chip area: 276.5 um2
Area share of the largest cell type after synthesis: 31.67%
Fill count: 372
Number of global-route vias before repair: 366
Post-synthesis instance total: 39
Largest stage delay on the critical path: 180 ps
Period minus WS final: 1245 ps
Final Setup Violations: 7
Largest net degree at the start of global routing: 11
Port Buf Inserts: 11
First-pass GRT wire length: 1.800 mm
Final HPWL from detailed placement: 672.7 um
Buffers plus inverters on the worst setup path: 3
Cell type contributing the most total cell area after synthesis: ha_1
Antenna-violating nets left: 0
Avg Cell Area, Syn: 7.090 um2
Initial DRC count: 6
Worst-case setup slack after placement: -1171 ps
Area Overhead vs Synth: 149.8%
Max cap viols: 0
Layout sequential cell count: 0
Critical path, cell by cell: buf_12 -> ha_4 -> and2b_1 -> buf_4 -> a211oi_2 -> a21oi_1 -> buf_2
Peak VDD IR: 0.1422 mV
Cell Type Count: 17
Clock Buffer Count: 0
Length of the first detailed-routing pass in iterations: 2
Antenna cells: 0
Share of cells above drive strength 1: 73.02%
Run status: finished with violations
DRC violations left: 0
Element type at the critical path start: primary input
-- kinds of logic (layout without fill, tap and decap cells) --
kind of cell    Yosys count  after routing  synth area share [%]
compound gates           11             11                 23.08
simple gates             11             11                 21.26
buf+inv                   8             32                 14.93
fa+ha+maj                 7              7                 31.67
mux                       2              2                 9.048
-- final cells by class --
type	instances	area share [%]
Multi-Input combinational cell	31	50.54
Timing Repair Buffer	26	35.33
Tap cell	46	8.333
Inverter	6	5.797
-- layer usage --
layer  up-vias  wire, um
met5         -         0
met1       160       445
met2         5       548
met4         0         0
met3         0        34
li1        184         -
-- metrics by stage --
step           utilization [%]  area (um2)  total power (uW)  setup TNS, ps
2_1_floorplan                -       291.5             79.72         -84.83
3_3_place_gp             14.21       485.5             179.4          -7510
3_5_place_dp             14.21       485.5             181.5          -7583
4_1_cts                  19.41       663.1             241.4          -1515
5_1_grt                  20.22       690.7             282.9          -1837
6_report                 20.22       690.7             256.4          -1431
-- placed cells by master (no fill, tap or decap), drive strengths merged --
| master | synthesis | routed |
|---|---|---|
| nor3b | 1 | 1 |
| a31oi | 1 | 1 |
| nand2 | 3 | 3 |
| mux2i | 1 | 1 |
| o32a | 1 | 1 |
| nor2 | 1 | 1 |
| a21oi | 5 | 5 |
| buf | 2 | 25 |
| o21ai | 3 | 3 |
| nor3 | 3 | 3 |
| ha | 7 | 7 |
| mux2 | 1 | 1 |
| inv | 6 | 6 |
| nand2b | 1 | 1 |
| and2b | 2 | 2 |
| a211oi | 1 | 1 |
| clkdlybuf4s15 | 0 | 1 |
-- cells in the mapped netlist --
master	number
ha_1	7
nor3b_1	1
mux2_4	1
a31oi_1	1
nand2_1	3
a21oi_1	5
nor3_1	3
nand2b_1	1
a211oi_1	1
buf_4	1
o32a_1	1
and2b_1	2
nor2_1	1
o21ai_1	3
buf_6	1
inv_1	6
mux2i_1	1
-- worst paths after layout --
path / from / cells after the start / slack (ps) / end
worst max-delay path: BCD[1] / 7 / -250 / DISPLAY[3]
worst min-delay path: BCD[3] / 4 / 810 / DISPLAY[4]
-- report_power, final --
part	total, uW	switching (uW)	internal, uW
registers	0	0	0
clock network	0	0	0
logic	256	109	148
total	256	109	148
-- what timing repair did --
item | CTS | global route
pin swaps | 12 | 6
buffers inserted | 7 | 1
resized | 80 | 6
endpoints found under the setup margin | 7 | 7
cloned | 1 | 0
Power is estimated from default activity; no workload was simulated.
